**flow/config.mk**
```make
export PLATFORM = sky130hd
export DESIGN_NAME = frame_detector
export DESIGN_NICKNAME = frame_detector
export VERILOG_FILES = /design/flow/design.v
export SDC_FILE = /design/flow/constraint.sdc
export NUM_CORES = 4
export LEC_CHECK = 1
export CORE_AREA = 10 10 70 70
export DIE_AREA = 0 0 80 80
```
**flow/constraint.sdc**
```tcl
current_design frame_detector

set clk_period 2.4
set clk_io_pct 0.2

create_clock -name clk0 -period $clk_period [get_ports {clk}]

set non_clock_inputs [all_inputs -no_clocks]
set_input_delay [expr $clk_period * $clk_io_pct] -clock clk0 $non_clock_inputs
set_output_delay [expr $clk_period * $clk_io_pct] -clock clk0 [all_outputs]
```
**flow/design.v**
```verilog
module frame_detector(
	input clk,  
	input rst,  
	input [10:0] data_frame,  
	output reg parity_error,  
	output reg frame_error,  
	output reg [3:0] highbits,  
	output reg [3:0] lowbits  
);
	always @(posedge clk)
		begin
			if(!rst)  
				begin
					parity_error <= 1'b0;
					frame_error <= 1'b0;
					lowbits <= 4'b0000;
					highbits <= 4'b0000;
				end
			else
				begin
					if(data_frame[0]== 1'b1)  
						begin
							frame_error = 1'b0;
							if(data_frame[1] == ^data_frame[9:2])  
								begin  
									highbits = {data_frame[2], data_frame[3], data_frame[4], data_frame[5]};
									lowbits = {data_frame[6], data_frame[7], data_frame[8], data_frame[9]};
									parity_error = 1'b0;
								end
							else
								begin  
									lowbits = 4'b0000;
									highbits = 4'b0000;
									parity_error = 1'b1;
								end
						end
					else
						begin  
							frame_error = 1'b1;
							lowbits = 4'b0000;
							highbits = 4'b0000;
						end
				end
		end
endmodule
```
**flow/run.sh**
```bash
#!/bin/bash
# OpenROAD 26Q1-2900-gdf79404cd8, Yosys 0.63+post, stock flow scripts
make -C /OpenROAD-flow-scripts/flow DESIGN_CONFIG=/design/flow/config.mk WORK_HOME=/design/flow/orfs finish
```
==> impl_metrics.yaml <==
# yosys + openroad results
final_timing:
  worst_pin_slew_ps: 364.2
  period_used_share: 0.8063
  finalMaxSlewViolations: 0
  skew_ps: 0
  layout_setup_ws_ps: 465.0
  relSlewSlack: 0.7570
  setup-tns-final_ps: 0
  min_period_ps: 1935
  fmax_mhz: 516.8
  setup_viol: 0
  grt_setup_unrepaired: "false"
  finalHoldViolCount: 0
  fin_hold_ws_ps: 517.9
floorplan:
  core_area_sq_um: 3416
  rows: 21
  ios: 23
  chip_area_sq_um: 6400
  die_w_um: 80
  fp_util: 0.1132
  die_h_um: 80
logic_synthesis:
  top_area_cell: "dfxtp_1"
  syn_area_sq_um: 386.6
  yosys_most_used_dff: "dfxtp_1"
  most_common_cell: "dfxtp_1"
  synth_cells: 40
  ys_cells: 40
  yosysUniqueCellTypes: 12
  edf_count: 0
  top_cells_by_area: "dfxtp_1 (52%), nand2_1 (8.7%), nor2_1 (7.8%)"
  syn_avg_cell_area_sq_um: 9.666
  async_flop_share: 0
  top_cells_by_count: "dfxtp_1 (10), nand2_1 (9), nor2_1 (8)"
  yosysWarnings: 1
  ys_seq_frac: 0.5178
  ys_area_sq_um: 386.6
  top_cell_area_share: 0.5178
  synth_flops: 10
layout:
  syn2layout_area_growth_pct: 77.67
  num-fill-cells: 393
  drive_above_1_share: 0.09375
  comb_area_sq_um: 182.7
  regArea_sq_um: 200.2
cts:
  post-cts-setup-buffers: 0
  cts_hold_buf: 0
  clk_pin_slew_ps: 60
  cts_buffer_depth: 2
  h-tree-depth: 1
  root_buffer: "clkbuf_4"
  cts_tree: "done"
  numCtsBuffers: 3
  cts_resized: 0
  clock_latency_ps: 260
  cts.sinks: 10
critical_path:
  crit_arrival_ps: 2070
  crit_path_end_kind: "flip-flop"
  r2r_cells: 2
  crit_fanout: 8
  crit_required_ps: 2540
  path_class: "primary input to flip-flop"
  startpoint_type: "primary input"
detailed_routing:
  diodes: 0
  drc: 0
  routed_wl_um: 1070
  firstDrtPassIters: 3
  vias: 329
  vias_per_cell: 2.991
  antenna_left: 0
  post_drt_wl_per_cell_um: 9.727
  drtIter0Drc: 5
global_route:
  grt_max_degree: 11
  track_usage: 0.03262
  antenna_found_initial: 0
  overflow: 0
  grt_pass1_vias: 337
  grt_pass1_wl_um: 1587
power:
  leakage_nw: 0.2529
  worst_ir_drop_vdd_v: 0.0001127
  power_mw: 0.4429
  power.density_nw_per_um2: 644.7
flow_run:
  maxCapViolations: 0
  warnings: 26
worst_hold_path:
  hold_path_depth: 2
  hold_path.class: "flip-flop to flip-flop"
placement:
  gp_congestion: 0.6762
  portBuffers: 21
  dpl.hpwl_um: 935.6
  pre_cts_slack_ps: 166.4
outcome:
  status: "finished clean"
-- cell usage in the layout, fill, tap and decap left out --
cell type / count
and2_1: 1
clkbuf_4: 3
clkbuf_8: 1
clkdlybuf4s50_1: 21
dfxtp_1: 10
nand2_1: 9
nand3b_1: 2
nor2_1: 8
nor2b_1: 1
o211ai_1: 1
xnor2_1: 3
xnor3_2: 1
xor2_1: 2
xor2_2: 1
-- where the power goes --
part,total [mW],switching (mW),internal (mW)
combinational,0.111,0.0461,0.0653
clock,0.147,0.0547,0.0920
sequential,0.185,0.00413,0.181
-- routing by layer --
| layer | global-route usage | wire length, um | vias up | part of all wire |
|---|---|---|---|---|
| li1 | - | - | 172 | - |
| met2 | 0.05538 | 536 | 11 | 0.50 |
| met1 | 0.03112 | 393 | 146 | 0.37 |
| met5 | 0 | 0 | - | 0 |
| met4 | 0.001761 | 0 | 0 | 0 |
| met3 | 0.02727 | 140 | 0 | 0.13 |
-- state kept, by name, summed over array words and instances, names as in the netlist --
register / count
highbits: 4
lowbits: 4
frame_error: 1
parity_error: 1
-- worst max-delay path, stage by stage --
cell	delay [ps]
clkdlybuf4s50_1	490
xor2_1	150
xnor3_2	480
xor2_2	360
nor2_1	100
-- worst paths after layout --
| kind | endpoint | slack (ps) | start |
|---|---|---|---|
| worst max register to register | parity_error | 1810 | parity_error |
| worst min register to register | parity_error | 520 | parity_error |
| worst max-delay path | highbits[0] | 460 | data_frame[9] |
| worst min-delay path | parity_error | 520 | parity_error |
-- per-stage QoR --
step,cell area (sq um),util,instances
global placement,650.6,0.1905,106
floorplan,386.6,-,40
finish,686.9,0.2011,110
CTS,686.9,0.2011,110
global route,686.9,0.2011,110
detailed placement,650.6,0.1905,106
-- cell type report --
type	count	area share
flip-flops and latches	10	0.2914
repair buffers	21	0.3060
well taps	46	0.08379
clock buffers	4	0.05282
multi-input cells	29	0.2659
-- logic make-up (layout without fill, tap and decap cells) --
family | Yosys count | count (layout) | share of synthesized area
flops | 10 | 10 | 0.5178
compound gates | 1 | 1 | 0.01942
xor+xnor | 7 | 7 | 0.2169
buf+inv | 1 | 25 | 0.009699
simple gates | 21 | 21 | 0.2363
No activity file was given, so power comes from the tool's default toggle rates.
