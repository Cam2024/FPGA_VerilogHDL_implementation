### run.sh
#!/bin/bash
# OpenROAD 26Q1-2900-gdf79404cd8, Yosys 0.63+post, stock flow scripts
make -C /OpenROAD-flow-scripts/flow DESIGN_CONFIG=/design/flow/config.mk WORK_HOME=/design/flow/orfs finish
### config.mk
export PLATFORM = sky130hd
export DESIGN_NAME = tx_shift_register
export DESIGN_NICKNAME = tx_shift_register
export VERILOG_FILES = /design/flow/design.v
export SDC_FILE = /design/flow/constraint.sdc
export NUM_CORES = 4
export LEC_CHECK = 1
export CORE_AREA = 10 10 85 85
export DIE_AREA = 0 0 95 95
### constraint.sdc
current_design tx_shift_register

set clk_period 1.2
set clk_io_pct 0.2

create_clock -name clk0 -period $clk_period [get_ports {clk}]

set non_clock_inputs [all_inputs -no_clocks]
set_input_delay [expr $clk_period * $clk_io_pct] -clock clk0 $non_clock_inputs
set_output_delay [expr $clk_period * $clk_io_pct] -clock clk0 [all_outputs]
### design.v
module tx_shift_register(
	input clk,  
	input preset,  
	input [11:0] data_frame,  
	input load,  
	input shift,  
	output tx  
);
	reg [11:0] shift_register = 12'hFFF;  
	always @(posedge clk)
		begin
			if(!preset)
				begin
					shift_register <= 12'hFFF;  
				end
			else
				begin
					if(load)
						begin
							shift_register <= data_frame;  
						end
					if(shift)
						begin
							shift_register <= {1'b1, shift_register[11:1]};  
						end
				end	
		end
	assign tx = shift_register[0];  
endmodule
==> notes.org <==
#+TITLE: Physical design notes

** STA
- Fmax :: slightly above 900 MHz
- Max-slew violation count :: 0
- After routing, the total negative slack on setup checks comes to 0 ps.
- The final timing report derives a shortest allowable period of roughly 1100 ps.
- Number of setup violations in the final report :: 0
- The final timing summary puts the cycle share of the worst path at 0.893.
- Transition time at the pin with the least slew margin :: 144 ps
- Count of endpoints failing hold in the final timing report :: 0
- Hold is met by roughly 470 ps.
- In the final run the clock tree shows a worst skew of approximately 1.5 ps.
- Setup repair after global routing left no endpoint under its margin.
- Worst slew margin relative to its limit :: 0.901

** Power
- Per the OpenROAD power report, leakage power amounts to about 0.39 nW.
- The completed layout was analyzed and its total power is about 1 mW.
- Total power normalized to cell area comes to roughly 1100 nW/µm².
- The analysis reports a worst IR drop on VDD of 0.584 mV.

** Detailed routing
- In the log, the iteration count for the first detailed-route pass is 4.
- Vias per Instance :: roughly 3
- The repair_antennas step left the layout with diodes totalling 0.
- The detail route stage leaves a number of antenna-violating nets equal to 0.
- Total number of vias :: 445
- Routed wire per std cell :: between 9 and 10 µm
- Final routed wirelength across all metal layers :: 1.42 mm
- Violation count after the first detailed-routing iteration :: 15
- DRC Markers :: 0

** Critical path
- Cell at the slowest stage of the critical path :: clkdlybuf4s50_1
- Critical path startpoint category :: primary input
- Worst flop-to-flop path endpoint :: shift_register[3]
- Data required time of the critical path :: around 1300 ps
- Data arrival time at the worst-slack endpoint :: approximately 1200 ps
- For reference, the most critical setup path is categorized as in -> reg.
- Worst-case reg-to-reg path depth :: 2
- On the worst path, the slowest cell contributes a delay of 490 ps.
- Start of the worst register-to-register path :: shift_register[4]
- R2R setup slack :: approximately 520 ps
- Worst Path Max Fanout :: 6
- Cell-by-cell trace of the critical path :: clkdlybuf4s50_1 -> buf_4 -> mux2i_1 -> a21oi_1
- Critical path capture point type :: flip-flop

** Clock network
- The tree is rooted in a clkbuf_8.
- Setup Fix Bufs, Post-CTS :: 0
- The skew report gives the latency at the later pin of the worst-skew pair as about 240 ps.
- H-tree depth reported by CTS :: 1
- Maximum buffer depth of the clock tree :: 2
- CTS added clock buffers totalling 3.
- Clock tree synthesis found a total of 12 sinks.
- TritonCTS built the clock tree.
- Clock Pin Slew Worst Setup and Hold Paths :: ~50 ps

** Synthesis
- The chip area line in the Yosys stat output reads approximately 550 µm².
- Unique masters post-synth :: 9
- Sequential share of the synthesized area :: 0.440
- Mean area per synthesized cell :: ~10 µm²
- Warnings reported by Yosys during synthesis add up to 1.
- Sorting the synthesized cells by area gives the leading types as dfxtp_1 (44%), mux2i_1 (22%), and3b_1 (18%).
- Per the synthesis report, the dominant area consumer among library cells is dfxtp_1.
- The synth_stat.txt file lists the number of cells as ~52.
- Seq cells post-synth :: 12
- Dominant cell area share :: 0.440
- Instance count of the mapped netlist :: approximately 52
- Cell area after synthesis :: between 500 and 600 µm²

** Place
- RePlAce Congestion :: about 0.75
- Buffers placed on the I/O ports in this run total 16.
- After legalization and detailed placement, the total HPWL measured approximately 1.1 mm.
- Placed Instances :: between 100 and 150

** GRT
- The initial antenna violation count came to 0.
- Final global-route overflow total :: 0
- Wire length of the first global-routing pass :: 2.28 mm
- Entering global routing, the biggest net connects 13 pins.
- For this run, the total global-route usage over all layers was measured as 0.0333.
- Via count of the first global-routing pass :: ~450

** Status
- The run finished with clean final reports.

** Floorplanning
- Core region area :: 5470 µm²
- Chip Width :: roughly 95 µm
- 17 I/O pins were placed.
- Init Core Util :: 0.0997
- After floorplanning, the core was divided into 27 placement rows.
- Area enclosed by the die boundary :: 9030 µm²
- Per the OpenROAD floorplan log, the height of the die is ~95 µm.

** Min path
- Hold analysis lists the worst path endpoint as shift_register[11].
- Startpoint of the most critical hold path :: shift_register[11]
- In the hold timing report, the worst path depth is 2.
- Hold WC Path Type :: reg -> reg

** Final layout
- The flow measured a signed area growth from synthesis to layout of 59.9%.
- Number of flip-flops in the largest register :: 12
- The layout summary lists the proportion of cells stronger than drive strength 1 as 0.149.
- By instance count after routing, the leading logic cell types are clkdlybuf4s50_1 (15), mux2i_1 (12), and3b_1 (11), a21oi_1 (11), dfxtp_1 (11).
- Among logic cells in the layout, the one with the most instances is clkdlybuf4s50_1.
- Final design utilization :: 0.159
- The registers reported with the highest flop counts are shift_register: 12 flops.
- Sequential cell area :: approximately 240 µm²
- More flip-flops sit in one register than any other, and that register is shift_register.
- Layout fillers :: between 600 and 700
- After the flow finishes, the layout carries non-filler instances totaling around 150.
- Combinational cell area excluding buffers and inverters :: ~280 µm²

** Job
- The stage logs contain a warning count of 25.
- Max Cap Violations :: 0
-- critical path: cells and delay by family --
kind | cells | cell delay (ps)
mux | 1 | 200
compound gates | 1 | 90
buf+inv | 2 | 670
-- cell usage after synthesis --
cell type and n:
dfxtp_1 12, clkbuf_1 2, mux2i_1 12, a21oi_1 11
nand2_1 1, buf_2 1, nor2b_1 1, buf_6 1
and3b_1 11
-- how the worst max path moves through the flow --
stage,startpoint,to,cells past startpoint
CTS,load,shift_register[5],4
finish,load,shift_register[3],4
global route,load,shift_register[0],4
-- metrics by stage --
step           instance area, µm²  setup slack [ps]
3_5_place_dp                  817              -109
3_3_place_gp                  817             -88.8
6_report                      872               128
5_1_grt                       872              63.6
4_1_cts                       872               129
2_1_floorplan                 546               412
-- metal layers --
layer / vias to the layer above / global-route usage / routed length (µm)
met5: - / 0 / 0
met4: 0 / 0.00249 / 11
met3: 2 / 0.0296 / 210
met2: 13 / 0.0503 / 610
met1: 197 / 0.0360 / 582
li1: 233 / - / -
-- area by class of cell --
| class | instances | share of cell area |
|---|---|---|
| clock buffer | 4 | 0.0631 |
| multi-input combinational | 36 | 0.323 |
| sequential | 12 | 0.277 |
| tap | 72 | 0.103 |
| timing repair buffer | 22 | 0.234 |
-- report_power, final --
group | leakage (nW) | switching, mW | internal [mW]
registers | 0.0982 | 0.00836 | 0.419
logic | 0.267 | 0.0477 | 0.0881
clock network | 0.0288 | 0.147 | 0.290
total | 0.394 | 0.203 | 0.797
-- what timing repair did --
| item | in CTS | in global routing |
|---|---|---|
| hold buffers | 0 | 0 |
| endpoints found under the setup margin | 1 | 0 |
| resized | 2 | 0 |
-- logic make-up (layout without fill, tap and decap cells) --
group                  Yosys count  count (layout)  share of synthesized area
AOI/OAI and AO/OA               11              11                      0.101
muxes                           12              12                      0.220
buffers and inverters            4              26                     0.0436
and+or+nand+nor                 13              13                      0.195
DFF                             12              12                      0.440
No activity file was given, so power comes from the tool's default toggle rates.
