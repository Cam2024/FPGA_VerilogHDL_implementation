## flow/config.mk

```make
export PLATFORM = sky130hd
export DESIGN_NAME = rx_shift_register
export DESIGN_NICKNAME = rx_shift_register
export VERILOG_FILES = /design/flow/design.v
export SDC_FILE = /design/flow/constraint.sdc
export NUM_CORES = 4
export LEC_CHECK = 1
export CORE_AREA = 10 10 84 84
export DIE_AREA = 0 0 94 94
```

## flow/constraint.sdc

```tcl
current_design rx_shift_register

set clk_period 1.3
set clk_io_pct 0.2

create_clock -name clk0 -period $clk_period [get_ports {clk}]

set non_clock_inputs [all_inputs -no_clocks]
set_input_delay [expr $clk_period * $clk_io_pct] -clock clk0 $non_clock_inputs
set_output_delay [expr $clk_period * $clk_io_pct] -clock clk0 [all_outputs]
```

## flow/design.v

```verilog
module rx_shift_register(
	input clk,  
	input preset,  
	input shift,  
	input rx,  
	input done,
	output reg [10:0] data_frame  
);
	reg [10:0] shift_register = 11'b11111111111; 
	always @(posedge clk)
		begin
			if(!preset)
				begin
					shift_register <= 11'b11111111111;  
				end
			else
				begin
					if(shift)
						begin
							shift_register <= {shift_register[9:0], rx};  
						end
					if(done)
						begin
							data_frame <= shift_register;  
							shift_register <= 11'b11111111111;
						end
				end	
		end
endmodule
```

## flow/run.sh

```bash
#!/bin/bash
# OpenROAD 26Q1-2900-gdf79404cd8, Yosys 0.63+post, stock flow scripts
make -C /OpenROAD-flow-scripts/flow DESIGN_CONFIG=/design/flow/config.mk WORK_HOME=/design/flow/orfs finish
```

==> impl_metrics.json <==
{
  "synth_warnings": 1,
  "slowest_stage": "edfxtp_1",
  "post_synth.cell_area_avg_um2": 15.2,
  "ir_worst_vdd_mv": 0.360,
  "dieHeight_um": 94,
  "final_area_um2": 1030,
  "via_count": 399,
  "crit_required_ns": 1.04,
  "rsz0062_at_grt": "false",
  "io_pins": 16,
  "clk_latency_ns": 0.25,
  "routedWlPerCell_um": 8.80,
  "p_sw_mw": 0.218,
  "max_stage_delay_ns": 0.37,
  "critPathMaxFanout": 1,
  "synthSimpleGateAreaFrac": 0.0736,
  "tns_ns": 0,
  "num-fill-cells": 570,
  "xor_share": 0,
  "power_frac_seq": 0.612,
  "log.warning_count": 25,
  "core-area_um2": 5200,
  "synth_cells": 48,
  "core_util_floorplan": 0.140,
  "path_cells": "dlygate4sd2_1",
  "areaGrowthSynthToFinish_pct": 41.1,
  "synthTopLogicFamily": "multiplexers",
  "antenna_cells": 0,
  "synthDistinctLibCells": 8,
  "ctsHoldBuffers": 0,
  "die_w_um": 94,
  "period_minus_slack_ns": 1.14,
  "status": "completed",
  "final-hold-violation-count": 0,
  "drcViolationCount": 0,
  "place_area_um2": 1000,
  "grt.total_usage": 0.0300,
  "chip_area_um2": 8840,
  "cts_root_buffer": "clkbuf_8",
  "h-tree-depth": 1,
  "yosysSeqAreaShare": 0.753,
  "power_frac_clock": 0.337,
  "startpoint_type": "flop",
  "fin_crit_sh": 0.875,
  "critPathBufInv": 1,
  "critPathCaptureType": "output port",
  "internal_power_mw": 0.973,
  "antenna_left": 0,
  "cts_buffer_depth": 2,
  "finalMaxSlewViolations": 0,
  "viasPerCell": 2.89,
  "grt_max_degree": 13,
  "netlist_area_um2": 731,
  "layout-drive-gt1-share": 0.0882,
  "hold_path_class": "reg2reg",
  "grt_remaining_overflow": 0,
  "mux_area_frac": 0.151,
  "clkTransAtPathRegs_ns": 0.07,
  "grt_pass1_wl_um": 2060,
  "finish.utilization": 0.198,
  "finClkSkew_ns": 0.00568,
  "drtIter0Drc": 51,
  "cts_buffers": 3,
  "ys_sh_aoi": 0,
  "path_class": "reg2out",
  "timing.hold.ws_ns": 0.437,
  "max_freq_mhz": 879,
  "synth_stat.cells": 48,
  "place.gp.congestion": 0.692,
  "port-buffer-count": 15,
  "share_comb_of_total_power": 0.050,
  "cts_tree": "built",
  "first_global_vias": 430,
  "worst_pin_slew_ns": 0.138,
  "power.density_nw_per_um2": 1160,
  "drv_cap": 0,
  "wl_um": 1210,
  "slew_headroom": 0.906,
  "p_leak_nw": 0.326,
  "adder_share": 0,
  "path_delay_family": "flip-flops",
  "critical_path_arrival_ns": 0.88,
  "switching_share": 0.183,
  "antenna_found_initial": 0,
  "setup_viol": 0,
  "rows": 26,
  "dr.pass1.iters": 4,
  "numSynthFlops": 22,
  "clock-sinks": 22,
  "yosys-stat-area_um2": 731
}
==> layer usage <==
metal / vias up / global-route usage / wire [µm]
met1: 178 / 0.0381 / 597
met3: 0 / 0.0194 / 115
met4: 0 / 0.00127 / 0
li1: 203 / - / -
met5: - / 0 / 0
met2: 18 / 0.0444 / 502
==> per-stage QoR <==
stage | worst slack (ns) | power (mW) | cells
after floorplan | 0.361 | 0.773 | 48
after global placement | -0.0306 | 0.806 | 134
after detailed placement | -0.0408 | 0.807 | 134
after CTS | 0.136 | 1.20 | 138
after global routing | 0.116 | 1.24 | 138
final | 0.163 | 1.19 | 138
==> power by group through the flow <==
stage / logic, mW / clock network [mW] / registers, mW
after CTS: 0.0609 / 0.408 / 0.730
after global routing: 0.0651 / 0.449 / 0.729
final: 0.0600 / 0.402 / 0.729
==> registers in the layout, summed over array words and instances (netlist names) <==
signal	cells
data_frame	11
shift_register	11
==> cells in the mapped netlist <==
library cell,number,share of area
nand2_1,11,0.057
buf_2,1,0.0068
dfxtp_1,11,0.30
nor2b_1,1,0.0086
buf_6,1,0.015
mux2i_1,11,0.15
and2_1,1,0.0086
edfxtp_1,11,0.45
==> layout by cell type, fill, tap and decap left out <==
| cell | n |
|---|---|
| mux2i_1 | 11 |
| nand2_1 | 11 |
| edfxtp_1 | 11 |
| dlygate4sd2_1 | 11 |
| dfxtp_1 | 11 |
| clkdlybuf4s50_1 | 4 |
| clkbuf_8 | 3 |
| buf_12 | 2 |
| and2_1 | 1 |
| nor2b_1 | 1 |
| clkinv_1 | 1 |
| buf_4 | 1 |
==> layout make-up <==
class                           count  area [µm²]  share of cell area
Timing Repair Buffer               18         184               0.178
Sequential cell                    22         551               0.534
Clock inverter                      1        3.75             0.00364
Clock buffer                        3        41.3              0.0400
Tap cell                           70        87.6              0.0850
Multi-Input combinational cell     24         164               0.159
==> timing repair <==
item                       4_1_cts  5_1_grt
gates resized                   11        0
setup endpoints to repair       11        0
buffers inserted                 0        0
==> cells by family (layout without fill, tap and decap cells) <==
group | Yosys count | in the layout
buf+inv | 2 | 22
flops | 22 | 22
mux | 11 | 11
simple gates | 13 | 13
==> worst paths after layout <==
kind / from / end / slack [ns] / cells past startpoint
min reg2reg: shift_register[10]$_SDFFE_PP1P_ / data_frame[10]$_DFFE_PP_ / 0.44 / 0
max: data_frame[0]$_DFFE_PP_ / data_frame[0] / 0.16 / 1
min: shift_register[10]$_SDFFE_PP1P_ / data_frame[10]$_DFFE_PP_ / 0.44 / 0
max reg2reg: shift_register[5]$_SDFFE_PP1P_ / shift_register[6]$_SDFFE_PP1P_ / 0.64 / 2
Power and IR drop assume default switching activity.
